===== /design/flow/run.sh =====
#!/bin/bash
# OpenROAD 26Q1-2900-gdf79404cd8, Yosys 0.63+post, stock flow scripts
make -C /OpenROAD-flow-scripts/flow DESIGN_CONFIG=/design/flow/config.mk WORK_HOME=/design/flow/orfs finish

===== /design/flow/config.mk =====
export PLATFORM = sky130hd
export DESIGN_NAME = ModePower
export DESIGN_NICKNAME = ModePower
export VERILOG_FILES = /design/flow/design.v
export SDC_FILE = /design/flow/constraint.sdc
export NUM_CORES = 4
export LEC_CHECK = 1
export CORE_AREA = 10 10 70 70
export DIE_AREA = 0 0 80 80

===== /design/flow/design.v =====
`timescale 1 ns/1 ns
module ModePower (
	input  [7:0] chs_conf  ,  
	output [3:0] chs_power ,  
	output       chs_mode     
);
	assign {chs_power} = chs_conf[0] + chs_conf[1] + chs_conf[2] + chs_conf[3] + chs_conf[4] + chs_conf[5] + chs_conf[6] + chs_conf[7],
			 chs_mode  = chs_power[0];
endmodule

===== /design/flow/constraint.sdc =====
current_design ModePower

set clk_period 4.9
set clk_io_pct 0.2

create_clock -name clk0 -period $clk_period

set non_clock_inputs [all_inputs -no_clocks]
set_input_delay [expr $clk_period * $clk_io_pct] -clock clk0 $non_clock_inputs
set_output_delay [expr $clk_period * $clk_io_pct] -clock clk0 [all_outputs]

==> results.tsv <==
stage	metric	value	unit
route	vias	172	
sta	tightest_slew	0.126	ns
layout	seq_cells	0	
pwr	p_leak	0.000182	uW
yosys	yosysCellCount	25	
sta	finalSetupViolations	0	
placed_design	gp_congestion	0.766	
layout	area_growth	87.3	%
critical_path	critPathBufInv	6	
yosys	syn_area_per_cell	7.91	sq um
route	ant_nets	0	
die	die_w	80	microns
route	drt_iter0_drc	3	
sta	slew_headroom	91.5	%
placed_design	hpwl	457	microns
yosys	top_cell	inv_1	
yosys	synthCells	25	
grt	grt_antenna_before_repair	0	
yosys	post-synth-top-area-fraction	40.5	%
placed_design	portBuffers	13	
critical_path	cpMostUsedCell	fa_1	
route	viasPerCell	2.07	
yosys	ys_chip_area	198	sq um
route	num_antenna_cells	0	
outcome	outcome	completed	
pwr	power_density	174	mW/mm^2
layout	seq_area	0	sq um
sta	finalClockPeriodUsage	97.2	%
die	io_pins	13	
grt	grt.total_usage	1.53	%
route	drt-total-wl	479	microns
die	core.rowCount	21	
route	wire_per_inst	5.77	microns
yosys	ys_top_cells_by_area	fa_1, inv_1, ha_1	
critical_path	cp.required	3.92	ns
sta	fmax	210	MHz
placed_design	placed_area	378	sq um
run	stage_log_warnings	32	
sta	finalHoldViolCount	0	
min_path	hold_path_class	in2out	
critical_path	crit_fanout	2	
sta	rsz0062_at_grt	no	
clocking	postCtsSetupRepairBufs	0	
sta	layout_setup_ws	0.137	ns
grt	grt_pass1_vias	179	
layout	final_cells	83	
critical_path	critPathTopFamily	adder cells	
layout	final_cell_area	370	sq um
die	die_area	0.00640	sq mm
placed_design	post-place-cells	83	
die	die_h	80	microns
yosys	yosysWarnings	0	
critical_path	startpoint_type	primary input	
sta	fin_crit	4.76	ns
layout	drive_above_1_share	10.8	%
critical_path	cp-end-kind	output pin	
sta	slew_viol_final	0	
grt	grt-ovfl-total	0	
route	drc	0	
layout	fin_util	10.8	%
yosys	ys_seq_share	0	%
yosys	ys_top_cells_by_count	inv_1, fa_1, ha_1	
placed_design	pre_cts_ws	-0.316	ns
yosys	syn-cell-area	198	sq um
yosys	largest_area_cell	fa_1	
grt	grt_pass1_wl	841	microns
clocking	postCtsHoldBufs	0	
yosys	synth_cell_types	7	
die	initial_core_util	5.79	%
critical_path	crit_arrival	3.78	ns
run	drv_cap	0	
layout	nClkBuffers	0	
route	firstDrtPassIters	2	
critical_path	cpPeakStageDelay	0.56	ns
grt	grt_max_degree	3	
critical_path	crit_type	in2out	
die	coreArea	0.00342	sq mm
pwr	vdd_drop_max	0.0283	mV
critical_path	crit_path_top_delay_cell	fa_1	
critical_path	crit_chain	dlygate4sd2_1, inv_2, fa_1, fa_1, fa_1, inv_1, ha_2, inv_2, fa_1, inv_1, dlygate4sd2_1	
## worst min-delay path, cell delays in order
cell,delay (ns)
dlygate4sd2_1,0.23
inv_1,0.06
fa_1,0.17
inv_1,0.04
ha_1,0.20
xnor2_1,0.14
buf_2,0.10
## per-layer routing
| layer | track usage (%) | wire (microns) | share of wire [%] | up-vias |
|---|---|---|---|---|
| li1 | - | - | - | 88 |
| met1 | 2.07 | 197 | 41 | 75 |
| met2 | 2.57 | 207 | 43 | 9 |
| met3 | 0.341 | 74 | 15 | 0 |
| met4 | 0 | 0 | 0 | 0 |
| met5 | 0 | 0 | 0 | - |
## report_power, final
group	switching (uW)	internal, uW	total [uW]
Sequential	0	0	0
Combinational	23.3	41.1	64.4
Clock	0	0	0
## cells by family after synthesis
logic type	count (synthesis)	share of synthesized area, %
fa+ha+maj	7	59.5
compound gates	1	2.53
simple gates	1	3.17
buf+inv	15	30.4
xor+xnor	1	4.43
## cells in the final DEF (no fill, tap or decap)
cell type         n
ha_2              1
a21oi_1           1
inv_1            12
ha_1              2
nor2b_1           1
dlygate4sd2_1     4
xnor2_1           1
fa_1              4
buf_2             1
clkdlybuf4s50_1   8
inv_2             2
## through the flow
step	total power [uW]	hold slack, ns	setup TNS [ns]
finish	64.4	2.90	0
global route	76.0	2.98	0
floorplan	31.2	2.06	0
CTS	67.3	2.93	0
detailed placement	71.9	3.03	-0.599
global placement	70.9	3.02	-0.579
## worst paths after layout
path | startpoint | to | slack, ns | cells past startpoint
worst max-delay path | chs_conf[3] | chs_power[1] | 0.14 | 11
worst min-delay path | chs_conf[0] | chs_power[2] | 2.90 | 7
## timing repair
action,in CTS,in global routing
resized,11,0
endpoints found under the hold margin,0,0
setup endpoints to repair,2,0
## cell type report
type	instances	area [sq um]
Multi-Input combinational cell	10	140
Inverter	14	52.6
Fill cell	400	3050
Timing Repair Buffer	13	120
Tap cell	46	57.6
Power is estimated from default activity; no workload was simulated.
