===== flow/run.sh =====
#!/bin/bash
# OpenROAD 26Q1-2900-gdf79404cd8, Yosys 0.63+post, stock flow scripts
make -C /OpenROAD-flow-scripts/flow DESIGN_CONFIG=/design/flow/config.mk WORK_HOME=/design/flow/orfs finish

===== flow/config.mk =====
export PLATFORM = sky130hd
export DESIGN_NAME = LightingSystem
export DESIGN_NICKNAME = LightingSystem
export VERILOG_FILES = /design/flow/design.v
export SDC_FILE = /design/flow/constraint.sdc
export NUM_CORES = 4
export LEC_CHECK = 1
export CORE_AREA = 10 10 70 70
export DIE_AREA = 0 0 80 80

===== flow/constraint.sdc =====
current_design LightingSystem

set clk_period 1.4
set clk_io_pct 0.2

create_clock -name clk0 -period $clk_period

set non_clock_inputs [all_inputs -no_clocks]
set_input_delay [expr $clk_period * $clk_io_pct] -clock clk0 $non_clock_inputs
set_output_delay [expr $clk_period * $clk_io_pct] -clock clk0 [all_outputs]

===== flow/design.v =====
`timescale 1 ns/1 ns
module ActiveLamps (
	input  [3:0] tcode  ,  
	input  [3:0] ulight ,  
    input  [3:0] lenght     ,  
	output [3:0] active_lights   
);
	reg [3:0] active_lights;
	always @ (tcode or ulight or lenght) begin
		if(tcode[2] == 1'b1) begin
			active_lights = {2'b00, lenght[3:2]};
		end
		else if(tcode[3] == 1'b1) begin
			active_lights = ulight;
		end
		else begin
			active_lights = 4'b0000;
		end
	end
endmodule
`timescale 1 ns/1 ns
module LampState (
	input  [ 3:0] active_lights ,  
	output [15:0] lights_state     
);
	genvar i;
	wire [15:0] out;
	decoder4x16 D_0(active_lights, 1'b1, out);
	assign lights_state[0] = ~out[0];
	for(i = 0 ; i < 15 ; i = i + 1) begin : loop_0
		assign lights_state[i + 1] =  ~out[i + 1] & lights_state[i];
	end
endmodule
`timescale 1 ns/1 ns 
module LightingSystem (
	input  [ 3:0] tcode      ,  
	input  [ 3:0] ulight     ,  
	input  [ 3:0] lenght     ,  
	output [ 3:0] wshade     ,  
	output [ 3:0] lightnum   ,  
	output [15:0] lightstate    
);
	ActiveLamps AL_0(tcode, ulight, lenght, lightnum);
	WindowShadeDegree WSD_0(tcode, ulight, wshade);
	LampState LS_0(lightnum, lightstate);
endmodule
`timescale 1 ns/1 ns
module decoder4x16 (
	input [3:0] i,
	input en,
	output [15:0] q
);
	reg [15:0] d;
	always @(i or en) begin
		d = 16'b0;
		if(en) begin
			case(i)
				4'b0000: d[0] = 1'b1; 
				4'b0001: d[1] = 1'b1; 
				4'b0010: d[2] = 1'b1; 
				4'b0011: d[3] = 1'b1; 
				4'b0100: d[4] = 1'b1; 
				4'b0101: d[5] = 1'b1; 
				4'b0110: d[6] = 1'b1; 
				4'b0111: d[7] = 1'b1; 
				4'b1000: d[8] = 1'b1; 
				4'b1001: d[9] = 1'b1; 
				4'b1010: d[10] = 1'b1; 
				4'b1011: d[11] = 1'b1; 
				4'b1100: d[12] = 1'b1; 
				4'b1101: d[13] = 1'b1; 
				4'b1110: d[14] = 1'b1; 
				4'b1111: d[15] = 1'b1; 
			endcase
		end
	end
	assign q = d;
endmodule
`timescale 1 ns/1 ns
module WindowShadeDegree (
	input  [3:0] tcode  ,  
	input  [3:0] ulight ,  
	output [3:0] wshade    
);
	reg [3:0] wshade;
	always @ (tcode or ulight) begin
		if(tcode[0] == 1'b1) begin
			wshade = 4'b1111;
		end
		else if(tcode[1] == 1'b1) begin
			wshade = 4'b1110;
		end
		else if(tcode[2] == 1'b1) begin
			wshade = ulight;
		end
		else begin
			wshade = 4'b0000;
		end
	end
endmodule

==> flow_metrics.py <==
# Metrics from the implementation run
metrics = {
    "yosys": {
        "yosys_warnings": 3,
        "synth_cell_types": 18,
        "mappedNetlistArea_sq_um": 278,
        "postSynthCellCount": 55,
        "yosysSeqAreaShare_pct": 0,
        "yosys_cells": 55,
        "yosys_area_sq_um": 278,
        "avgSynthCellArea_sq_um": 5.05,
    },
    "floorplan": {
        "fp.dieW_um": 80,
        "die_area_sq_um": 6400,
        "die_h_um": 80,
        "io_pins": 36,
        "core-area_sq_um": 3420,
        "fp-utilization_pct": 8.13,
        "fp-row-count": 21,
    },
    "drt": {
        "drt-pass1-iter-count": 2,
        "drt_iter0_markers": 49,
        "vias": 537,
        "antenna-diode-count": 0,
        "routedWlPerCell_um": 10.6,
        "drc_errors": 0,
        "routed_via_density": 3.60,
        "antenna_left": 0,
        "wl_um": 1580,
    },
    "placed_design": {
        "io_buffers": 33,
        "dp_slack_ns": -0.659,
        "gp_congestion": 0.834,
        "hpwlAfterDp_um": 1240,
    },
    "cells_and_area": {
        "mostFrequentLayoutCell": "buf_4",
        "fin_util_pct": 22.5,
        "drive_above_1_share_pct": 44.7,
        "flop_area_sq_um": 0,
        "final_cell_mix": "18 x buf_4, 14 x dlygate4sd2_1, 11 x nand2_1",
        "design.seq.count": 0,
        "nClkBuffers": 0,
        "area_growth_pct": 177,
    },
    "timing": {
        "rsz0062_at_grt": "false",
        "whs_ns": 0.906,
        "hold_viol_final": 0,
        "finalCritPeriodShare_pct": 97.8,
        "period_minus_slack_ns": 1.37,
        "finalSetupViolations": 0,
        "drv_slew": 0,
        "final.setup.worst_slack_ns": 0.0306,
        "max_freq_mhz": 730,
    },
    "setup_path": {
        "start_kind": "input pin",
        "path_class": "input pin to output pin",
        "critPathArrivalTime_ns": 1.09,
        "path_max_fanout": 5,
        "worstPathRequired_ns": 1.12,
        "crit_path_end_kind": "output pin",
    },
    "power_and_ir_drop": {
        "vdd_ir_drop_max_uv": 31.6,
        "power.density_nw_per_um2": 232,
        "p_leak_nw": 0.437,
    },
    "global_routing": {
        "grt_pass1_vias": 488,
        "track_usage_pct": 4.16,
        "grt_max_degree": 8,
        "globalRouteOverflowTotal": 0,
        "grt_pass1_wl_um": 2300,
        "antenna_found_initial": 0,
    },
    "run": {
        "drv_cap": 0,
        "warning_count": 35,
    },
    "worst_hold_path": {
        "min_to": "lightstate[5]",
        "hold_class": "input pin to output pin",
        "hold_depth": 4,
        "holdCritStartpoint": "ulight[2]",
    },
    "status": {
        "outcome": "finished clean",
    },
    "clock_network": {
        "hold_buffers": 0,
    },
}
[worst max-delay path by stage]
| stage | start | endpoint | slack [ns] | cells past startpoint |
|---|---|---|---|---|
| 4_1_cts | tcode[2] | lightstate[13] | -0.05 | 6 |
| 5_1_grt | tcode[2] | lightnum[1] | 0.007 | 6 |
| 6_report | tcode[2] | lightnum[1] | 0.03 | 6 |
[critical path, cell delays in order]
cell and delay (ns):
buf_4 0.14, buf_6 0.12, nand3b_1 0.16, buf_4 0.14, nand2_1 0.05, dlygate4sd2_1 0.20
[where the power goes]
group | internal, mW | switching (mW)
Clock | 0 | 0
Combinational | 0.106 | 0.0721
Sequential | 0 | 0
[synth_stat cells (2+ instances only)]
cell type,number,share of area (%)
buf_4,2,5.4
o21ai_0,4,7.2
nand4b_1,2,6.3
nand3_1,2,3.6
buf_2,3,5.4
o211ai_1,2,5.4
a21oi_1,6,11
nand2_1,11,15
nor2_1,10,14
inv_1,4,5.4
nand3b_1,2,5.4
[layer usage]
| layer | wire (um) | track usage, % |
|---|---|---|
| met1 | 756 | 5.21 |
| met2 | 669 | 7.46 |
| met3 | 152 | 0.909 |
| met4 | 0 | 0 |
| met5 | 0 | 0 |
[repair_timing]
item	in CTS	in global routing
pin swaps	16	1
cloned	1	0
resized	83	14
buffers inserted	8	3
setup endpoints to repair	23	11
[stage by stage]
step                      area [sq um]  instances  power (mW)  setup TNS [ns]
final                              768        149       0.178               0
after CTS                          751        146       0.176          -0.119
after global routing               768        149       0.198               0
after floorplan                    278         55      0.0515               0
after detailed placement           696        137       0.172          -12.92
after global placement             696        137       0.172          -12.74
[cells by family (layout without fill, tap and decap cells)]
| logic type | Yosys count | in the layout | synth area share, % |
|---|---|---|---|
| AND/OR/NAND/NOR | 31 | 31 | 53.2 |
| AND-OR/OR-AND | 14 | 14 | 29.3 |
| buffers and inverters | 9 | 57 | 16.2 |
| other | 1 | 1 | 1.35 |
[layout make-up]
type,instances,area [sq um]
Fill cell,380,2650
Timing Repair Buffer,53,429
Inverter,4,15.0
Tap cell,46,57.6
Multi-Input combinational cell,46,267
Power and IR drop assume default switching activity.
