==> design/flow/design.v <==
`timescale 1 ns/1 ns
module AdderSubtractor32x32 (
	input  [31:0] A    ,  
	input  [31:0] B    ,  
	input         sel  ,  
	output [31:0] S       
);
	wire [31:0] co;
	genvar i;
	Full_Adder FA_0(A[0], B[0] ^ sel, sel, S[0], co[0]);
	for(i = 1 ; i < 32 ; i = i + 1) begin : loop_0
		Full_Adder FA_i(A[i], B[i] ^ sel, co[i - 1], S[i], co[i]);
	end
endmodule
`timescale 1 ns/1 ns
module Full_Adder(
		input a ,
		input b ,
		input ci ,
		output s ,
		output co
	);
	assign s = a ^ b ^ ci;
	assign co = a & b | a & ci | b & ci ;
endmodule
`timescale 1 ns/1 ns
module Multiplier16x16 (
	input  [15:0] A ,  
	input  [15:0] B ,  
	output [31:0] P    
);
	wire [15:0] out [0:3], qw;
	wire [31:0] outp[1:0];		
	Multiplier8x8 M_0(A[7:0], B[7:0], out[0]),
					  M_1(A[15:8], B[15:8], out[1]),
					  M_2(A[15:8], B[7:0], out[2]),
					  M_3(A[7:0], B[15:8], out[3]);
	AdderSubtractor32x32 A_0({16'b0 ,out[0]}, {out[1], 16'b0}, 1'b0, outp[0]),
								A_1({8'b0, out[2], 8'b0}, {8'b0 ,out[3], 8'b0}, 1'b0, outp[1]),
								A_2(outp[0], outp[1], 1'b0, P);
endmodule
`timescale 1 ns/1 ns
module Multiplier8x8 (
	input  [ 7:0] A ,  
	input  [ 7:0] B ,  
	output [15:0] P    
);
	genvar i, j;
	wire [31:0] out [8:0];	
	assign out[0] = 32'b0;
	for(i = 0 ; i < 8 ; i = i + 1) begin : loop_0
		wire [7 + i:0] t;
		for(j = 0 ; j < 8 + i ; j = j + 1) begin : loop_1
			if(j >= i)assign t[j] = A[j - i] & B[i];
			else assign t[j] = 1'b0;
		end
		wire [31:0] hold = {25'b0, t};
		AdderSubtractor32x32 A_i(out[i], hold, 1'b0, out[i + 1]);
	end
	assign P = out[8][15:0];
endmodule
`timescale 1 ns/1 ns 
module TemperatureCalculator (
	input  [31:0] tc_base  ,  
	input  [ 7:0] tc_ref   ,  
	input  [15:0] adc_data ,  
	output [31:0] tempc       
);
	reg [7:0] ref;  
	wire [15:0] multi_8x8;
	wire [31:0] multi_16x16;
	always @(tc_ref[7]) begin
		if(tc_ref[7] == 1'b1) ref = ~tc_ref + 1'b1;
		else ref = tc_ref;
	end
	Multiplier8x8 M_0(ref, ref, multi_8x8);
	Multiplier16x16 M_1({1'b0, adc_data[14:0]}, multi_8x8, multi_16x16);
	AdderSubtractor32x32 A_0(tc_base, {6'b0, multi_16x16[31:6]} + adc_data[15], adc_data[15], tempc);
endmodule
==> design/flow/run.sh <==
#!/bin/bash
# OpenROAD 26Q1-2900-gdf79404cd8, Yosys 0.63+post, stock flow scripts
make -C /OpenROAD-flow-scripts/flow DESIGN_CONFIG=/design/flow/config.mk WORK_HOME=/design/flow/orfs finish
==> design/flow/config.mk <==
export PLATFORM = sky130hd
export DESIGN_NAME = TemperatureCalculator
export DESIGN_NICKNAME = TemperatureCalculator
export VERILOG_FILES = /design/flow/design.v
export SDC_FILE = /design/flow/constraint.sdc
export NUM_CORES = 4
export LEC_CHECK = 1
export CORE_UTILIZATION = 40
==> design/flow/constraint.sdc <==
current_design TemperatureCalculator

set clk_period 32.1
set clk_io_pct 0.2

create_clock -name clk0 -period $clk_period

set non_clock_inputs [all_inputs -no_clocks]
set_input_delay [expr $clk_period * $clk_io_pct] -clock clk0 $non_clock_inputs
set_output_delay [expr $clk_period * $clk_io_pct] -clock clk0 [all_outputs]
==> impl_report.txt <==
=== SYNTHESIS / PLACE & ROUTE SUMMARY ===
----------------------------------------------------
[Place]
  GPL Wtd Cong ........................ 0.820
  Cell Count Post-Placement ........................ 1373
  Count of input and output buffers ........................ 88
  Detailed placement HPWL ........................ 15.5 mm
  Post-Place Cell Area ........................ 11200 um^2

[GRT]
  First-pass GRT wire length ........................ 30.5 mm
  Number of global-route vias before repair ........................ 6290
  Initial antenna violation count ........................ 0
  Pin count of the biggest net entering global routing ........................ 34
  Global-route usage over all layers ........................ 16.7%
  Remaining Overflow, GRT ........................ 0

[Final layout]
  Non-filler instance count after layout ........................ 1376
  Reg area ........................ 0 um^2
  Count of flip-flops and latches ........................ 0
  Finished layout cell area ........................ 11200 um^2
  Clock buffers ........................ 0
  Share of cells above drive strength 1 ........................ 20.7%
  Layout Utilization ........................ 49.0%
  Layout overhead on the synthesized area ........................ 18.6%

[Synth]
  Synthesized area per cell ........................ 9.80 um^2
  Biggest area cells ........................ sky130_fd_sc_hd__fa_1 (57%), sky130_fd_sc_hd__and2_1 (11%), sky130_fd_sc_hd__inv_1 (8.3%)
  Top cell type's share of synthesized area ........................ 57.1%
  Cells after synthesis ........................ 965
  Post-synthesis cell type with the largest combined area ........................ sky130_fd_sc_hd__fa_1
  Yosys Instances ........................ 965
  Register share after synthesis ........................ 0%
  Netlist area before placement ........................ 9460 um^2
  Number of distinct library cells after synthesis ........................ 40
  Chip area estimate from yosys synthesis ........................ 9460 um^2
  Yosys warnings ........................ 3

[Job]
  MaxCap Viol Count ........................ 0
  Stage-log warning count ........................ 35

[Timing]
  Shortest period the worst path allows ........................ 34.07 ns
  Max Fclk ........................ 29.3 MHz
  Transition at the pin with the smallest max-transition slack ........................ 0.789 ns
  Portion of the clock cycle consumed by the worst path in the final layout ........................ 106%
  Count of pins over their slew limit ........................ 0
  Worst rel slew slack ........................ 47.3%
  RSZ-0062 raised after global routing ........................ yes
  Final count of negative-setup-slack endpoints ........................ 8
  Worst path setup slack after routing ........................ -1.97 ns
  Final count of hold timing violations ........................ 0
  Worst hold slack ........................ 13.52 ns

[Routing]
  Antenna Diode Count ........................ 0
  Number of vias after detailed routing ........................ 6088
  # DRC ........................ 0
  Routed len/inst ........................ 12.5 um
  Vias per cell ........................ 4.42
  Antenna-violating nets left ........................ 0
  Final routed wirelength across all metal layers ........................ 17.3 mm
  Count of TritonRoute iterations in the first routing pass ........................ 4
  DRC violation total after the first TritonRoute iteration ........................ 99

[Setup path]
  Worst Setup End Kind ........................ output port
  Required @ worst endpoint ........................ 25.68 ns
  CP Depth ........................ 71
  Largest delay share family, worst path ........................ adder cells
  Setup CP Type ........................ input port to output port
  Startpoint Class ........................ input port
  Endpoint arrival time on the critical path ........................ 27.65 ns
  Number of buffer and inverter stages on the critical path ........................ 12
  Crit-path slowest cell ........................ sky130_fd_sc_hd__fa_2
  Slowest cell delay on critical path ........................ 0.58 ns
  Critical path's most frequent cell ........................ sky130_fd_sc_hd__fa_2
  Start point of the critical path ........................ tc_ref[0]
  Critical path endpoint ........................ tempc[31]
  Crit-path max FO ........................ 3

[Floorplanning]
  Placeable core region ........................ 22900 um^2
  Height of the chip ........................ 156 um
  Number of standard-cell rows in the floorplan ........................ 55
  FP Util ........................ 41.3%
  IO Count ........................ 88
  Die Span X ........................ 156 um
  Die footprint ........................ 24300 um^2

[Run status]
  Result of the run ........................ finished, violations left
  Violated checks ........................ negative setup slack

[Worst hold path]
  HP Class ........................ input port to output port

----------------------------------------------------
==> layout make-up <==
class | count | area, um^2
fillers | 2133 | 11700
multi-input cells | 693 | 8670
repair buffers | 161 | 1380
inverters | 209 | 790
well taps | 313 | 392
==> how the worst min path moves through the flow <==
| stage | from | to | slack, ns | depth (start not counted) |
|---|---|---|---|---|
| 4_1_cts | adc_data[15] | tempc[31] | 13.53 | 4 |
| 5_1_grt | adc_data[15] | tempc[31] | 13.55 | 4 |
| 6_report | adc_data[15] | tempc[31] | 13.52 | 4 |
==> cell usage after synthesis (2+ instances only) <==
cell and count:
sky130_fd_sc_hd__fa_1 270, sky130_fd_sc_hd__inv_1 209, sky130_fd_sc_hd__and2_1 160, sky130_fd_sc_hd__nand2_1 67
sky130_fd_sc_hd__ha_1 46, sky130_fd_sc_hd__xnor2_1 44, sky130_fd_sc_hd__clkbuf_1 33, sky130_fd_sc_hd__buf_4 32
sky130_fd_sc_hd__nor2_1 28, sky130_fd_sc_hd__xor2_1 14, sky130_fd_sc_hd__nand2b_1 8, sky130_fd_sc_hd__nor4_1 5
sky130_fd_sc_hd__or2_2 5, sky130_fd_sc_hd__nand3_1 4, sky130_fd_sc_hd__nand3b_1 4, sky130_fd_sc_hd__nand4_1 3
sky130_fd_sc_hd__nand4b_1 3, sky130_fd_sc_hd__and3_1 2, sky130_fd_sc_hd__conb_1 2, sky130_fd_sc_hd__mux2i_1 2
sky130_fd_sc_hd__nor3_1 2, sky130_fd_sc_hd__nor4b_1 2, sky130_fd_sc_hd__or3_1 2, sky130_fd_sc_hd__or4_4 2
==> metal layers <==
layer	vias up	routed length, um	global-route usage, %
li1	2927	-	-
met1	3018	8180	27.7
met2	143	7460	24.1
met3	0	1610	5.74
met4	0	0	0.0934
met5	-	0	0
==> worst min-delay path: cells and delay by family <==
kind / cells / cell delay, ns
xor gates and xnor gates: 1 / 0.21
buffers and inverters: 3 / 0.47
==> cell usage in the layout, fill, tap and decap left out, drive strengths merged <==
master | netlist | routed
clkdlybuf4s50 | 0 | 71
nor4 | 5 | 5
nor2 | 28 | 28
conb | 2 | 7
o21ai | 2 | 2
and3 | 3 | 3
and2 | 160 | 160
or4 | 2 | 2
xor2 | 14 | 14
nand4b | 3 | 3
or3b | 1 | 1
nor3 | 2 | 2
dlygate4sd2 | 0 | 1
and4 | 1 | 1
nand2b | 8 | 8
fa | 270 | 270
o31ai | 1 | 1
or4b | 1 | 1
nor4b | 4 | 4
nand4 | 3 | 3
inv | 209 | 209
nor2b | 1 | 1
buf | 35 | 86
nand2 | 67 | 67
or2 | 5 | 5
mux2i | 2 | 2
or3 | 2 | 2
nor3b | 1 | 1
nand3 | 5 | 5
or4bb | 1 | 1
clkbuf | 33 | 2
xnor2 | 44 | 44
nand3b | 4 | 4
dlymetal6s2s | 0 | 1
ha | 46 | 46
==> through the flow <==
stage / worst slack [ns] / setup TNS [ns]
after floorplan: -1.82 / -8.45
final: -1.97 / -8.74
after global placement: -3.01 / -18.88
after global routing: -2.52 / -13.14
after CTS: -2.17 / -10.30
after detailed placement: -3.08 / -19.66
==> logic make-up (layout without fill, tap and decap cells) <==
| kind of cell | Yosys count | after routing | share of synthesized area [%] |
|---|---|---|---|
| XOR/XNOR | 58 | 58 | 5.37 |
| AND/OR/NAND/NOR | 307 | 307 | 18.5 |
| adder cells (fa/ha/maj) | 316 | 316 | 63.2 |
| buffers and inverters | 277 | 370 | 12.5 |
| AND-OR/OR-AND | 3 | 3 | 0.185 |
| other | 2 | 7 | 0.0794 |
| multiplexers | 2 | 2 | 0.212 |
==> what timing repair did <==
action	in CTS	in global routing
pin swaps	23	18
resized	64	21
endpoints found under the setup margin	12	12
buffers inserted	3	0
hold buffers	0	0
